==> ./run.sh <==
#!/bin/bash
# OpenROAD 26Q1-2900-gdf79404cd8, Yosys 0.63+post, stock flow scripts
make -C /OpenROAD-flow-scripts/flow DESIGN_CONFIG=/design/flow/config.mk WORK_HOME=/design/flow/orfs finish
==> ./config.mk <==
export PLATFORM = sky130hd
export DESIGN_NAME = count_ones
export DESIGN_NICKNAME = count_ones
export VERILOG_FILES = /design/flow/design.v
export SDC_FILE = /design/flow/constraint.sdc
export NUM_CORES = 4
export LEC_CHECK = 1
export CORE_UTILIZATION = 40
==> ./constraint.sdc <==
current_design count_ones

set clk_period 4.6
set clk_io_pct 0.2

create_clock -name clk0 -period $clk_period [get_ports {clk}]

set non_clock_inputs [all_inputs -no_clocks]
set_input_delay [expr $clk_period * $clk_io_pct] -clock clk0 $non_clock_inputs
set_output_delay [expr $clk_period * $clk_io_pct] -clock clk0 [all_outputs]
==> ./design.v <==
module count_ones (clk, in, count, reset_n);
  input             clk;
  input      [31:0] in;
  reg        [31:0] d;
  output reg  [5:0] count;
  input reset_n;
  always @ (posedge clk or negedge reset_n) begin
    if(!reset_n)
      count <= 6'd0;
    else begin
    d <= in;
    count <= (((d[ 0] + d[ 1] + d[ 2] + d[ 3]) + (d[ 4] + d[ 5] + d[ 6] + d[ 7]))
          +  ((d[ 8] + d[ 9] + d[10] + d[11]) + (d[12] + d[13] + d[14] + d[15])))
          + (((d[16] + d[17] + d[18] + d[19]) + (d[20] + d[21] + d[22] + d[23]))
          +  ((d[24] + d[25] + d[26] + d[27]) + (d[28] + d[29] + d[30] + d[31])));
    end
  end
endmodule
==> report_table.html <==
<!-- implementation run metrics -->
<table>
<tr><th>Metric</th><th>Value</th></tr>
<tr><th colspan="2">Global route</th></tr>
<tr><td>First-pass GRT wire length</td><td>4000 um</td></tr>
<tr><td>Number of global-route vias before repair</td><td>932</td></tr>
<tr><td>Antenna violations before repair</td><td>0</td></tr>
<tr><td>Sum of overflow across all layers after global routing</td><td>0</td></tr>
<tr><td>Maximum number of pins on one net before global-route repair</td><td>39</td></tr>
<tr><td>Overall fraction of global-route tracks in use</td><td>11.3%</td></tr>
<tr><th colspan="2">Routing</th></tr>
<tr><td>Total vias in the final route</td><td>928</td></tr>
<tr><td>Detailed Route WL</td><td>2330 um</td></tr>
<tr><td>Antenna-violating nets left</td><td>0</td></tr>
<tr><td>Count of TritonRoute iterations in the first routing pass</td><td>2</td></tr>
<tr><td>Average routed wire per standard cell</td><td>10.9 um</td></tr>
<tr><td>Number of DRC markers in iteration 0</td><td>20</td></tr>
<tr><td>Antenna Diode Count</td><td>0</td></tr>
<tr><td>Via-to-Cell Ratio</td><td>4.36</td></tr>
<tr><td>DRC violations left</td><td>0</td></tr>
<tr><th colspan="2">Yosys</th></tr>
<tr><td>Sequential element share of the synthesized area</td><td>59.4%</td></tr>
<tr><td>Count of different cell masters after synthesis</td><td>13</td></tr>
<tr><td>Fraction of registers with async set/reset</td><td>15.8%</td></tr>
<tr><td>Per-instance average area after synthesis</td><td>16.8 um2</td></tr>
<tr><td>Commonest cells in the synthesized netlist</td><td>sky130_fd_sc_hd__edfxtp_1 (32), sky130_fd_sc_hd__inv_1 (30), sky130_fd_sc_hd__fa_1 (24), sky130_fd_sc_hd__ha_1 (7), sky130_fd_sc_hd__dfrtp_1 (6)</td></tr>
<tr><td>Leading cell types by total area after synthesis</td><td>sky130_fd_sc_hd__edfxtp_1 (51%), sky130_fd_sc_hd__fa_1 (26%), sky130_fd_sc_hd__dfrtp_1 (8.0%)</td></tr>
<tr><td>Top cell area share</td><td>51.4%</td></tr>
<tr><td>Post-synthesis cell count from yosys</td><td>111</td></tr>
<tr><td>Count of mapped cells out of synthesis</td><td>111</td></tr>
<tr><td>Cell with the most instances after synthesis</td><td>sky130_fd_sc_hd__edfxtp_1</td></tr>
<tr><td>Post-synth design cell area</td><td>0.00187 mm2</td></tr>
<tr><td>Post-synth regs</td><td>38</td></tr>
<tr><td>Flip-flop cell with the highest count after synthesis</td><td>sky130_fd_sc_hd__edfxtp_1</td></tr>
<tr><td>Total cell area reported by yosys after synthesis</td><td>0.00187 mm2</td></tr>
<tr><td>Cell taking the most area after synthesis</td><td>sky130_fd_sc_hd__edfxtp_1</td></tr>
<tr><td>Number of warning messages in the yosys log</td><td>1</td></tr>
<tr><td>Number of flops mapped to enable cells by yosys</td><td>32</td></tr>
<tr><th colspan="2">Final timing</th></tr>
<tr><td>Final hold viol count</td><td>0</td></tr>
<tr><td>Crit path time final</td><td>4.48 ns</td></tr>
<tr><td>Final count of pins violating max slew</td><td>0</td></tr>
<tr><td>Share of the clock period used by the worst path</td><td>97.3%</td></tr>
<tr><td>Post-layout worst setup margin</td><td>0.123 ns</td></tr>
<tr><td>RSZ-0062 raised after global routing</td><td>true</td></tr>
<tr><td>Achievable Freq</td><td>0.223 GHz</td></tr>
<tr><td>Final setup skew</td><td>0.00456 ns</td></tr>
<tr><td>Final setup vio count</td><td>0</td></tr>
<tr><td>Worst slew margin relative to its limit</td><td>69.4%</td></tr>
<tr><td>Setup_tns</td><td>0 ns</td></tr>
<tr><td>Actual transition at the worst max-transition pin</td><td>0.459 ns</td></tr>
<tr><td>Post-route worst hold slack</td><td>0.532 ns</td></tr>
<tr><th colspan="2">Final layout</th></tr>
<tr><td>Sequential cell area</td><td>0.00111 mm2</td></tr>
<tr><td>Proportion of layout cells with a drive suffix above 1</td><td>9.94%</td></tr>
<tr><td>Fill cell count</td><td>346</td></tr>
<tr><td>Comb gate area</td><td>658 um2</td></tr>
<tr><td>Non-Filler Cell Area, Final</td><td>0.00244 mm2</td></tr>
<tr><td>Area delta synth-&gt;final</td><td>30.7%</td></tr>
<tr><th colspan="2">Flow run</th></tr>
<tr><td>Max_cap viols</td><td>0</td></tr>
<tr><td>Number of warnings the tools reported</td><td>26</td></tr>
<tr><th colspan="2">Power</th></tr>
<tr><td>Worst ir drop on vdd</td><td>0.608 mV</td></tr>
<tr><td>Net switching share of the total power</td><td>37.3%</td></tr>
<tr><td>Reg power frac</td><td>22.9%</td></tr>
<tr><td>Ratio of total power to cell area</td><td>840 mW/mm2</td></tr>
<tr><td>Psw</td><td>766 uW</td></tr>
<tr><td>Combinational fraction of design power</td><td>67.1%</td></tr>
<tr><td>Cell internal pwr</td><td>1290 uW</td></tr>
<tr><td>Clock power share</td><td>10.0%</td></tr>
<tr><td>Leakage power of the design</td><td>0.00102 uW</td></tr>
<tr><th colspan="2">Clocking</th></tr>
<tr><td>Clock sink count</td><td>38</td></tr>
<tr><td>Clock root cell</td><td>sky130_fd_sc_hd__clkbuf_8</td></tr>
<tr><td>Maximum clock insertion buffer count</td><td>2</td></tr>
<tr><td>TritonCTS clock tree</td><td>built</td></tr>
<tr><td>Number of buffers added by the clock tree synthesis step</td><td>5</td></tr>
<tr><td>Clock H-tree levels</td><td>2</td></tr>
<tr><td>Cts-stage hold buffer count</td><td>0</td></tr>
<tr><td>Clock network latency to the later pin of the worst-skew pair</td><td>0.28 ns</td></tr>
<tr><td>Clock-pin slew on the worst setup and hold paths</td><td>0.07 ns</td></tr>
<tr><th colspan="2">Die</th></tr>
<tr><td>Count of boundary I/O pins</td><td>40</td></tr>
<tr><td>Starting density of the core</td><td>42.3%</td></tr>
<tr><td>Std-Cell Core Area</td><td>0.00441 mm2</td></tr>
<tr><td>Die W</td><td>70.4 um</td></tr>
<tr><td>Die extent in y</td><td>70.4 um</td></tr>
<tr><td>Number of rows in the core area</td><td>24</td></tr>
<tr><td>Die Footprint</td><td>0.00495 mm2</td></tr>
<tr><th colspan="2">Worst hold path</th></tr>
<tr><td>Hold wc startpoint</td><td>d[2]</td></tr>
<tr><td>Type of the most critical hold path</td><td>reg2reg</td></tr>
<tr><th colspan="2">Placed design</th></tr>
<tr><td>Cell area after placement</td><td>0.00233 mm2</td></tr>
<tr><td>Total half-perimeter wirelength after legalization and detailed placement</td><td>1850 um</td></tr>
<tr><td>Input/output buffers</td><td>39</td></tr>
<tr><td>Final estimated routing congestion in global placement</td><td>0.722</td></tr>
<tr><td>Worst Setup Slack post-DPL</td><td>0.00211 ns</td></tr>
<tr><th colspan="2">Critical path</th></tr>
<tr><td>Dominant delay contributor by cell family on the critical path</td><td>adder cells</td></tr>
<tr><td>Worst r2r src</td><td>d[5]</td></tr>
<tr><td>Data arrival time of the worst path</td><td>4.68 ns</td></tr>
<tr><td>Kind of end point of the critical path</td><td>flop</td></tr>
<tr><td>Critical-path maximum fanout</td><td>2</td></tr>
<tr><td>Type of the worst setup path</td><td>reg2reg</td></tr>
<tr><td>Slowest cell on the critical path</td><td>sky130_fd_sc_hd__fa_1</td></tr>
<tr><td>Launching element type of the critical path</td><td>flop</td></tr>
<tr><td>Launching instance or port of the critical path</td><td>d[5]</td></tr>
<tr><td>Required time worst endpoint</td><td>4.80 ns</td></tr>
<tr><td>Sum of buffers and inverters on the critical path</td><td>3</td></tr>
<tr><td>Cell occurring most often along the worst timing path</td><td>sky130_fd_sc_hd__fa_1</td></tr>
<tr><td>Delay contributed by the slowest stage of the critical path</td><td>0.58 ns</td></tr>
<tr><td>Crit path cell chain</td><td>fa_1, fa_1, fa_1, fa_1, fa_1, inv_1, fa_1, inv_1, ha_2, inv_2, fa_2, nand2b_4, a21oi_2, xor2_1</td></tr>
<tr><th colspan="2">Status</th></tr>
<tr><td>Outcome</td><td>finished, final reports clean</td></tr>
</table>
cells by family after synthesis:
group,after synthesis,share of synthesized area (%)
compound gates,4,1.61
simple gates,5,1.14
fa+ha+maj,31,30.4
flops,38,59.4
buf+inv,30,6.02
xor+xnor,3,1.41
repair_timing:
item                                    CTS  global route
buffers inserted                          1             2
gates cloned                              0             0
pin swaps                                 9             9
gates resized                             3             2
hold endpoints to repair                  0             0
endpoints found under the setup margin    1             4
worst paths after layout:
| path | endpoint | slack (ns) | cells after the start |
|---|---|---|---|
| setup / recovery | count[4] | 0.12 | 14 |
| hold / removal | count[0] | 0.53 | 1 |
| setup reg to reg | count[4] | 0.12 | 14 |
| hold reg to reg | count[0] | 0.53 | 1 |
| max in group asynchronous | count[1] | 3.22 | 2 |
| min in group asynchronous | count[5] | 1.07 | 2 |
per-stage QoR:
step | instances | power [uW] | util, %
after floorplan | 111 | 1430 | -
after global placement | 203 | 1680 | 52.8
after detailed placement | 203 | 1690 | 52.8
after CTS | 211 | 2020 | 55.0
after global routing | 213 | 2300 | 55.4
final | 213 | 2050 | 55.4
flip-flops by register name, indices dropped and copies added, names as in the netlist:
signal / cells
count: 6
d: 32
cell usage in the layout (no fill, tap or decap):
| master | synthesis | layout |
|---|---|---|
| sky130_fd_sc_hd__edfxtp_1 | 32 | 32 |
| sky130_fd_sc_hd__inv_2 | 0 | 2 |
| sky130_fd_sc_hd__nor2_1 | 2 | 2 |
| sky130_fd_sc_hd__xor2_1 | 1 | 1 |
| sky130_fd_sc_hd__clkbuf_8 | 0 | 5 |
| sky130_fd_sc_hd__xnor2_1 | 2 | 2 |
| sky130_fd_sc_hd__nand2b_4 | 0 | 1 |
| sky130_fd_sc_hd__ha_2 | 0 | 1 |
| sky130_fd_sc_hd__fa_1 | 24 | 23 |
| sky130_fd_sc_hd__fa_2 | 0 | 1 |
| sky130_fd_sc_hd__dfrtp_1 | 6 | 6 |
| sky130_fd_sc_hd__a21oi_2 | 2 | 2 |
| sky130_fd_sc_hd__inv_1 | 30 | 28 |
| sky130_fd_sc_hd__nand2_1 | 2 | 2 |
| sky130_fd_sc_hd__clkbuf_1 | 0 | 2 |
| sky130_fd_sc_hd__ha_1 | 7 | 6 |
| sky130_fd_sc_hd__buf_4 | 0 | 4 |
| sky130_fd_sc_hd__o21ai_0 | 1 | 1 |
| sky130_fd_sc_hd__a21o_1 | 1 | 1 |
| sky130_fd_sc_hd__clkdlybuf4s50_1 | 0 | 39 |
metal layers:
layer	share of wire [%]	GRT usage (%)
met5	0	0
met4	1.2	1.56
met3	9.4	5.84
met2	47	15.9
met1	42	18.0
layout make-up:
class                   instances  area share (%)
clock buffers                   7            3.12
repair buffers                 43            17.2
flip-flops and latches         38            45.5
inverters                      30            4.61
multi-input cells              43            26.9
well taps                      52            2.66
power groups by stage:
stage | Sequential [uW] | Combinational (uW) | Clock (uW)
CTS | 471 | 1340 | 214
global route | 475 | 1590 | 231
finish | 470 | 1380 | 205
Power figures rest on the tool's default switching activity, not on a simulated workload.
