`design/flow/constraint.sdc`:
```
current_design Digital_Clock

set clk_period 2.7
set clk_io_pct 0.2

create_clock -name clk0 -period $clk_period [get_ports {Clk_1sec}]

set non_clock_inputs [all_inputs -no_clocks]
set_input_delay [expr $clk_period * $clk_io_pct] -clock clk0 $non_clock_inputs
set_output_delay [expr $clk_period * $clk_io_pct] -clock clk0 [all_outputs]
```
`design/flow/run.sh`:
```
#!/bin/bash
# OpenROAD 26Q1-2900-gdf79404cd8, Yosys 0.63+post, stock flow scripts
make -C /OpenROAD-flow-scripts/flow DESIGN_CONFIG=/design/flow/config.mk WORK_HOME=/design/flow/orfs finish
```
`design/flow/design.v`:
```
module Digital_Clock(
    Clk_1sec,   
    reset,      
    seconds,
    minutes,
    hours);
    input Clk_1sec;  
    input reset;
    output [5:0] seconds;
    output [5:0] minutes;
    output [4:0] hours;
    reg [5:0] seconds;
    reg [5:0] minutes;
    reg [4:0] hours; 
    always @(posedge(Clk_1sec) or posedge(reset))
    begin
        if(reset == 1'b1) begin   
            seconds = 0;
            minutes = 0;
            hours = 0;  end
        else if(Clk_1sec == 1'b1) begin   
            seconds = seconds + 1;  
            if(seconds == 60) begin  
                seconds = 0;   
                minutes = minutes + 1;  
                if(minutes == 60) begin  
                    minutes = 0;   
                    hours = hours + 1;   
                   if(hours ==  24) begin   
                        hours = 0;  
                    end 
                end
            end     
        end
    end     
endmodule
```
`design/flow/config.mk`:
```
export PLATFORM = sky130hd
export DESIGN_NAME = Digital_Clock
export DESIGN_NICKNAME = Digital_Clock
export VERILOG_FILES = /design/flow/design.v
export SDC_FILE = /design/flow/constraint.sdc
export NUM_CORES = 4
export LEC_CHECK = 1
export CORE_AREA = 10 10 78 78
export DIE_AREA = 0 0 88 88
```
==> results.sh <==
# implementation run metrics
export IMPL_status="completed"
export IMPL_drt_drc_violations_left=0
export IMPL_grt_met2_usage_pct=8.33
export IMPL_final_core_util_pct=26.5
export IMPL_ios=19
export IMPL_avgSynthCellArea_um2=10.4
export IMPL_cts_tree="done"
export IMPL_p_leak_nw=0.488
export IMPL_final_setup_viol_count=0
export IMPL_die_w_um=88
export IMPL_synth_distinct_cells=30
export IMPL_avgViaCountPerCell=4.63
export IMPL_wl_mm=1.96
export IMPL_power_density_nw_per_um2=380
export IMPL_crit_required_ns=2.84
export IMPL_place_hpwl_mm=1.51
export IMPL_hold_end="seconds[0]"
export IMPL_finalPower_w=0.000445
export IMPL_gp_congestion=0.778
export IMPL_slew_headroom_pct=57.4
export IMPL_wl_per_cell_um=12.4
export IMPL_arrival_ns=2.08
export IMPL_netlist_area_um2=915
export IMPL_lay_top_cells="18 x clkdlybuf4s50_1, 17 x dfrtp_1, 15 x nand2_1, 8 x o21ai_0, 5 x nand4_1"
export IMPL_cts_buffers=3
export IMPL_die_area_um2=7740
export IMPL_worstSetupStartpointType="register"
export IMPL_gr_usage_met1_pct=6.63
export IMPL_rsz0062_at_grt="no"
export IMPL_core_rowCount=24
export IMPL_cts_path_max_buffers=2
export IMPL_hold_class="reg2reg"
export IMPL_htreeDepth=1
export IMPL_min_delay_start="seconds[0]"
export IMPL_grt_util_met3_pct=2.15
export IMPL_critPathMaxFanout=10
export IMPL_worst_slew_pin_slew_ns=0.638
export IMPL_drv_slew=0
export IMPL_period_minus_slack_ns=1.94
export IMPL_fp_util_pct=20.7
export IMPL_yosys_area_um2=915
export IMPL_postSynthCellCount=88
export IMPL_skew_ns=0.00464
export IMPL_ys_cells=88
export IMPL_post_cts_resized=0
export IMPL_cp_end_kind="register"
export IMPL_overflow=0
export IMPL_peakVddDrop_uv=142
export IMPL_clkSinkCount=17
export IMPL_placeableCoreArea_um2=4410
export IMPL_maxCapViolations=0
export IMPL_die_h_um=88
export IMPL_via_count=732
export IMPL_top_usage_layer="met2"
export IMPL_grt_pass1_wl_mm=3.35
export IMPL_diodes=0
export IMPL_yosys_register_bits=17
export IMPL_dr_pass1_iters=4
export IMPL_lay_top_count="clkdlybuf4s50_1"
export IMPL_final_setup_tns_ns=0
export IMPL_clockRootBuffer="clkbuf_8"
export IMPL_clkTransAtPathRegs_ns=0.07
export IMPL_dpl_cell_count=154
export IMPL_post_cts_buffers=0
export IMPL_warning_count=25
export IMPL_final_cells=158
export IMPL_rr_worst_depth=5
export IMPL_clk_latency_ns=0.25
export IMPL_reg2reg_setup_slack_ns=0.76
export IMPL_critical_path_class="reg2reg"
export IMPL_synth_seq_share_pct=46.5
export IMPL_area_growth_pct=28.0
export IMPL_reg2reg_to="hours[0]"
export IMPL_fmax_mhz=515
export IMPL_hold_buffers=0
export IMPL_numPortBuffers=18
export IMPL_worst_hold_slack_ns=0.536
export IMPL_grt_max_degree=18
export IMPL_ant_nets=0
export IMPL_antenna_found_initial=0
export IMPL_grt_pass1_vias=706
export IMPL_ys_warnings_count=1
export IMPL_drive_above_1_share_pct=10.4
export IMPL_hold_depth=1
export IMPL_period_used_pct=71.8
export IMPL_timing_rr_start="seconds[0]"
export IMPL_drt_iter0_markers=76
export IMPL_grtUsageTotal_pct=5.19
export IMPL_finalHoldViolCount=0
## cells by family (layout without fill, tap and decap cells)
group,Yosys count,in the layout,share of synthesized area [%]
muxes,2,2,3.28
adders and majority gates,3,3,4.10
AOI/OAI and AO/OA,23,23,17.2
xor gates and xnor gates,3,3,2.87
buffers and inverters,5,23,4.24
and+or+nand+nor,35,35,21.8
DFF,17,17,46.5
## worst max-delay path, cell delays in order (launching register included)
cell and delay (ns):
dfrtp_1 0.42, ha_1 0.28, nor2b_4 0.22, and4_1 0.47, nand3_4 0.13, mux2_4 0.31
## metal layers
metal | share of wire [%] | up-vias
met1 | 45 | 356
met4 | 0.71 | 0
met2 | 45 | 10
met5 | 0 | -
li1 | - | 364
met3 | 8.8 | 2
## synthesized netlist by cell type (all sizes together)
cell type	count	area share (%)
dfrtp	17	47
nand2	15	6.2
o21ai	10	5.5
nand4	5	3.4
nand3	4	3.6
nor2	4	1.6
a31oi	3	2.1
buf	3	3.3
ha	3	4.1
a22o	2	1.9
and4	2	1.9
mux2	2	3.3
o2111ai	2	1.9
o211ai	2	1.6
xnor2	2	1.9
a21boi	1	0.82
a21o	1	0.82
and2	1	0.68
and2b	1	0.96
and4b	1	1.2
clkbuf	1	0.55
inv	1	0.41
nor2b	1	1.5
o31ai	1	0.82
o41ai	1	1.8
or2	1	0.68
xor2	1	0.96
## registers in the layout (all words and copies together) (netlist names)
signal   flops
minutes      6
seconds      6
hours        5
## cell type report
type                    count  area, um^2
fillers                   450        3240
clock inverters             1        5.00
multi-input cells          66         450
clock buffers               3        41.3
inverters                   1        3.75
repair buffers             18         180
well taps                  52        65.1
flip-flops and latches     17         425
## worst max-delay path by stage
stage         cells past startpoint          to       start  slack (ns)
CTS                               5    hours[0]  seconds[0]        0.76
global route                      5  minutes[5]  seconds[0]        0.61
finish                            5    hours[0]  seconds[0]        0.76
## stage by stage
step	area (um^2)	setup WS, ns
final	1170	0.760
after global routing	1170	0.609
after CTS	1170	0.759
after detailed placement	1120	0.773
after global placement	1120	0.826
after floorplan	915	1.06
## report_power, final
group | internal (W) | switching (W) | total, W | leakage [nW]
clock network | 0.000102 | 0.0000818 | 0.000184 | 0.0255
registers | 0.000255 | 0 | 0.000255 | 0.228
logic | 0.00000133 | 0.00000484 | 0.00000617 | 0.234
total | 0.000358 | 0.0000867 | 0.000445 | 0.488
Power is estimated from default activity; no workload was simulated.
